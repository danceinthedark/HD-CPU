**flow/design.v**
```verilog
module HDCPU(
    input CLR,
    input T3,
    input C,
    input Z,
    input[2:0] SW,
    input [7:4] IR,
    input [3:1] W,
    output reg LDC,
    output reg LDZ,
    output reg CIN,
    output reg [3:0] S,
    output reg [3:0] SEL,
    output reg M,
    output reg ABUS,
    output reg DRW,
    output reg PCINC,
    output reg LPC,
    output reg LAR,
    output reg PCADD,
    output reg ARINC,
    output reg SELCTL,
    output reg MEMW,
    output reg STOP,
    output reg LIR,
    output reg SBUS,
    output reg MBUS,
    output reg SHORT,
    output reg LONG
    );
    reg ST0  = 0;
    reg SST0 = 0;
    always @(negedge T3, negedge CLR)
    begin
        if (!CLR) ST0 <= 0;
        else if (!T3) begin
            if (SST0 == 1'b1)
                ST0 = SST0;  
            else if (SW == 3'b100 && ST0 && W[2])
                ST0 = 0;
        end
    end
    always @(W, CLR)  
    begin
        {LDC, LDZ, CIN, M, ABUS, DRW, PCINC, LPC, LAR, PCADD, ARINC, SELCTL, MEMW, STOP, LIR, SBUS, MBUS, SHORT, LONG, S, SEL, SST0} = 0;
        if (CLR == 0)begin
        end
        else begin
            case (SW)
                3'b001: begin
                    LAR    <= W[1] && !ST0;
                    MEMW   <= W[1] && ST0;
                    ARINC  <= W[1] && ST0;
                    SBUS   <= W[1];
                    STOP   <= W[1];
                    SHORT  <= W[1];
                    SELCTL <= W[1];
                    SST0   <= W[1];
                end
                3'b010: begin
                    SBUS   <= W[1]&&!ST0;
                    LAR    <= W[1]&&!ST0;
                    SST0   <= W[1]&&!ST0;
                    MBUS   <= W[1]&&ST0;
                    ARINC  <= W[1]&&ST0;
                    STOP   <= W[1];
                    SHORT  <= W[1];
                    SELCTL <= W[1];
                end
                3'b011: begin
                    SELCTL <= W[1] || W[2];
                    STOP   <= W[1] || W[2];
                    SEL[3] <= W[2];
                    SEL[2] <= 0;
                    SEL[1] <= W[2];
                    SEL[0] <= W[1] || W[2];
                end
                3'b100: begin
                    SBUS   <= W[1]||W[2];
                    SELCTL <= W[1]||W[2];
                    DRW    <= W[1]||W[2];
                    STOP   <= W[1]||W[2];
                    SST0   <= !ST0&&W[2];
                    SEL[3] <= ST0;
                    SEL[2] <= W[2];
                    SEL[1] <= (!ST0&&W[1])||(ST0 && W[2]);
                    SEL[0] <= W[1];
                end
                3'b000: 
                    if(ST0==0)begin 
                        LPC=W[1];
                        SBUS=W[1];
                        SST0=W[1];
                        SHORT=W[1];
                        STOP=W[1];
                    end
                    else 
                    begin
                    LIR   = W[1];
                    PCINC = W[1];
                    case (IR)
                        4'b0001: begin  
                            S    = 4'b1001;
                            CIN  = W[2];
                            ABUS = W[2];
                            DRW  = W[2];
                            LDZ  = W[2];
                            LDC  = W[2];
                        end
                        4'b0010: begin  
                            S    = 4'b0110;
                            ABUS = W[2];
                            DRW  = W[2];
                            LDZ  = W[2];
                            LDC  = W[2];
                        end
                        4'b0011: begin  
                            M    = W[2];
                            S    = 4'b1011;
                            ABUS = W[2];
                            DRW  = W[2];
                            LDZ  = W[2];
                        end
                        4'b0100: begin  
                            S    = 4'b0000;
                            ABUS = W[2];
                            DRW  = W[2];
                            LDZ  = W[2];
                            LDC  = W[2];
                        end
                        4'b0101: begin  
                            M    = W[2];
                            S    = 4'b1010;
                            ABUS = W[2];
                            LAR  = W[2];
                            LONG = W[2];
                            DRW  = W[3];
                            MBUS = W[3];
                        end
                        4'b0110: begin  
                            M    = W[2] ||W[3];
                            S    = {1'b1,W[2],1'b1,W[2]};
                            ABUS = W[2] || W[3];
                            LAR  = W[2];
                            LONG = W[2];
                            MEMW = W[3];
                        end
                        4'b0111:  
                            if (C == 1) PCADD = W[2];
                        4'b1000:  
                            if (Z == 1) PCADD = W[2];
                        4'b1001: begin  
                            M    = W[2];
                            S    = 4'b1111;
                            ABUS = W[2];
                            LPC  = W[2];
                        end
                        4'b1110: begin  
                            STOP = W[2];
                        end
                        4'b1010: begin  
                            M    = W[2];
                            S    = 4'b1010;
                            ABUS = W[2];
                        end
                        4'b1011: begin  
                            M    = W[2];
                            S    = 4'b0110;
                            ABUS = W[2];
                            DRW  = W[2];
                            LDZ  = W[2];
                        end
                        4'b1100: begin  
                            M    = W[2];
                            S    = 4'b1110;
                            ABUS = W[2];
                            DRW  = W[2];
                            LDZ  = W[2];
                        end
                        default: S = 4'b0000;
                    endcase
                end
            endcase
        end
    end
endmodule
```
**flow/run.sh**
```bash
#!/bin/bash
# OpenROAD 26Q1-2900-gdf79404cd8, Yosys 0.63+post, stock flow scripts
make -C /OpenROAD-flow-scripts/flow DESIGN_CONFIG=/design/flow/config.mk WORK_HOME=/design/flow/orfs finish
```
**flow/config.mk**
```make
export PLATFORM = sky130hd
export DESIGN_NAME = HDCPU
export DESIGN_NICKNAME = HDCPU
export VERILOG_FILES = /design/flow/design.v
export SDC_FILE = /design/flow/constraint.sdc
export NUM_CORES = 4
export LEC_CHECK = 1
export CORE_AREA = 10 10 70 70
export DIE_AREA = 0 0 80 80
```
**flow/constraint.sdc**
```tcl
current_design HDCPU

set clk_period 2.9
set clk_io_pct 0.2

create_clock -name clk0 -period $clk_period [get_ports {T3}]

set non_clock_inputs [all_inputs -no_clocks]
set_input_delay [expr $clk_period * $clk_io_pct] -clock clk0 $non_clock_inputs
set_output_delay [expr $clk_period * $clk_io_pct] -clock clk0 [all_outputs]
```
==> flow_metrics.py <==
# Auto-generated metrics
metrics = {
    "outcome": {
        "status": "finished with violations",
        "violations": "negative setup slack",
    },
    "floorplanning": {
        "die_area_sq_um": 6400,
        "core_sq_um": 3416,
        "num_io_pins": 41,
        "num_rows": 21,
        "initCoreUtil_pct": 24.32,
        "fp.dieW_um": 80,
        "die_y_um": 80,
    },
    "worst_setup_path": {
        "startpoint": "ST0",
        "r2r_cells": 6,
        "cp_slowest_cell": "dfrtn_1",
        "critical_path_required_ns": 2.32,
        "crit_fanout": 4,
        "endpoint_kind": "primary output",
        "crit_path_max_incr_delay_ns": 0.41,
        "reg2reg_to": "ST0",
        "crit_chain": "nor3b_4, buf_6, nand3_4, buf_12, nor4_4, buf_2",
        "setup.worst_path.end": "CIN",
        "arrival_ns": 2.72,
        "reg2reg_slack_ns": 1.54,
        "worstSetupPathType": "reg -> out",
        "r2r-start": "ST0",
        "startpoint_type": "flop",
    },
    "synth": {
        "yosysWarningCount": 1,
        "ys_area_sq_um": 830.8,
        "avgSynthCellArea_sq_um": 6.646,
        "netlist-cell-type-count": 52,
        "ys_cells": 125,
        "synthArstFlopShare_pct": 100.0,
        "syn_area_sq_um": 830.8,
        "ys_seq_share_pct": 3.012,
        "ff_type": "dfrtn_1",
        "ys_ff": 1,
        "enable_flop_cells": 0,
        "syn_inst": 125,
    },
    "global_route": {
        "grt_pass1_vias": 1196,
        "grt_first_pass_wirelength_mm": 5.747,
        "grt_overflow": 0,
        "grt_util_all_layers_pct": 10.52,
        "grt_max_degree": 14,
        "antenna_found_initial": 0,
    },
    "route": {
        "routed_wl_mm": 3.600,
        "vias": 1252,
        "wire_per_inst_um": 14.46,
        "vias_per_cell": 5.028,
        "diodes": 0,
        "dr.pass1.iters": 4,
        "drc": 0,
        "drt_iter0_markers": 69,
        "antenna_left": 0,
    },
    "power": {
        "power_uw": 306.1,
        "leakagePower_uw": 0.0007447,
        "ir_drop_mv": 0.09446,
        "power_density_nw_per_um2": 179.0,
    },
    "sta": {
        "finalHoldViolations": 0,
        "fin_tns_setup_ns": -6.493,
        "rsz0062_at_grt": "true",
        "setup_slack_ns": -0.3990,
        "slew_viol_final": 0,
        "finClkSkew_ns": 0,
        "setup_viol": 24,
        "worst_pin_slew_ns": 0.4621,
        "slew_headroom_pct": 68.87,
    },
    "finish": {
        "lay_top_count": "buf_4",
        "syn_to_final_growth_pct": 105.9,
        "lay_top_cells": "buf_4 (33), buf_2 (20), buf_6 (19)",
        "fin_util_pct": 50.07,
        "postLayoutCellArea_sq_um": 1710,
        "largest_reg_flops": 1,
        "reg_top3": "ST0 (1)",
        "largest-register": "ST0",
        "fillers": 318,
        "drive_above_1_share_pct": 54.68,
    },
    "hold_path": {
        "worstHoldStart": "ST0",
        "hold_path.class": "reg -> reg",
        "hold_depth": 3,
    },
    "placed_design": {
        "placed_cell_area_sq_um": 1473,
        "dp_hpwl_mm": 2.543,
        "gp_congestion": 0.9403,
        "dp_slack_ns": -0.7620,
        "io_buffers": 40,
    },
    "job": {
        "warnings": 31,
        "maxCapViolations": 0,
    },
    "clock_network": {
        "clk_pin_slew_ns": 0,
        "clock_latency_ns": 0,
    },
}
per-stage QoR:
stage	instances	hold slack, ns
finish	249	0.7208
global route	249	0.7214
CTS	250	0.6974
detailed placement	234	0.6059
global placement	234	0.6018
floorplan	125	0.5537
synth_stat cells (2+ instances only):
master / n / area, sq um
nand2_1: 14 / 52.55
nand4_1: 2 / 12.51
xor2_1: 3 / 26.28
buf_6: 4 / 45.04
nor3b_4: 2 / 37.54
a22oi_1: 2 / 15.01
buf_2: 4 / 20.02
o22ai_1: 2 / 12.51
nor2_1: 10 / 37.54
a211oi_1: 2 / 15.01
nand2b_1: 5 / 31.28
nor3_1: 2 / 10.01
a21oi_1: 12 / 60.06
nand2_2: 2 / 12.51
nand4b_1: 2 / 17.52
nor2b_1: 5 / 31.28
o21ai_1: 2 / 10.01
and3_1: 2 / 12.51
buf_4: 3 / 22.52
a31oi_1: 4 / 25.02
o21ai_0: 10 / 50.05
worst max-delay path, delay by kind of cell, from the launching register on:
family,cells,cell delay [ns]
flops,1,0.41
simple gates,3,0.43
buf+inv,3,0.43
where the power goes:
part	internal, uW	switching (uW)
Combinational	155	130
Clock	0	0
Sequential	18.3	2.62
area by class of cell:
class / count / area, sq um / area share [%]
Inverter: 2 / 10.01 / 0.5852
Sequential cell: 1 / 25.02 / 1.463
Timing Repair Buffer: 90 / 747.0 / 43.67
Tap cell: 46 / 57.56 / 3.365
Multi-Input combinational cell: 110 / 870.8 / 50.91
logic make-up (layout without fill, tap and decap cells):
| logic type | count (synthesis) | after routing | synth area share, % |
|---|---|---|---|
| and+or+nand+nor | 60 | 60 | 44.73 |
| xor gates and xnor gates | 3 | 3 | 3.163 |
| muxes | 1 | 1 | 1.205 |
| DFF | 1 | 1 | 3.012 |
| buffers and inverters | 14 | 92 | 11.90 |
| AOI/OAI and AO/OA | 46 | 46 | 35.99 |
layer usage:
layer / wire (um) / track usage, % / vias up
met5: 0 / 0 / -
met4: 12 / 0 / 0
met3: 314 / 2.386 / 6
met2: 1616 / 16.13 / 51
met1: 1657 / 15.40 / 575
li1: - / - / 620
what timing repair did:
| item | 4_1_cts | 5_1_grt |
|---|---|---|
| pin swaps | 16 | 15 |
| endpoints found under the setup margin | 27 | 25 |
| hold buffers | 0 | 0 |
| resized | 111 | 35 |
| setup buffers | 16 | 3 |
how the worst min path moves through the flow:
| stage | endpoint | slack [ns] |
|---|---|---|
| 4_1_cts | ST0 | 0.70 |
| 5_1_grt | ST0 | 0.72 |
| 6_report | ST0 | 0.72 |
Power is estimated from default activity; no workload was simulated.
